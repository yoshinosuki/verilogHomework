$ cat /design/flow/run.sh
#!/bin/bash
# OpenROAD 26Q1-2900-gdf79404cd8, Yosys 0.63+post, stock flow scripts
make -C /OpenROAD-flow-scripts/flow DESIGN_CONFIG=/design/flow/config.mk WORK_HOME=/design/flow/orfs finish
$ cat /design/flow/design.v
module sync_fifo
(
input               clk,
input               rst_n,
input               wen,
input   [15:0]      data_in,
output              full,
input               ren,
output  [15:0]      data_out,
output              empty
);
reg  [4:0] wr_cnt=0;
reg  [4:0] rd_cnt=0;
wire [3:0] wr_p,rd_p;
assign wr_p = wr_cnt[3:0];
assign rd_p = rd_cnt[3:0];
reg [15:0] mem [16-1:0];
reg [15:0] data_out_r;
assign data_out = data_out_r;
assign full = (wr_cnt[4]!= rd_cnt[4]&&wr_p==rd_p)? 1:0;
assign empty = (wr_cnt== rd_cnt)?1:0;
always@(posedge clk or negedge rst_n)
begin
    if(!rst_n)
    begin
        wr_cnt <=0;
        rd_cnt <=0;
    end
    else
    begin
        if(!full&&wen)  
        begin
            mem[wr_p] <=  data_in;
            wr_cnt <= wr_cnt +1;
        end
        if(!empty&&ren)
        begin
            data_out_r  <= mem[rd_p];
            rd_cnt <= rd_cnt + 1;
        end
    end
end
endmodule
$ cat /design/flow/config.mk
export PLATFORM = sky130hd
export DESIGN_NAME = sync_fifo
export DESIGN_NICKNAME = sync_fifo
export VERILOG_FILES = /design/flow/design.v
export SDC_FILE = /design/flow/constraint.sdc
export NUM_CORES = 4
export LEC_CHECK = 1
export CORE_UTILIZATION = 40
$ cat /design/flow/constraint.sdc
current_design sync_fifo

set clk_period 4.6
set clk_io_pct 0.2

create_clock -name clk0 -period $clk_period [get_ports {clk}]

set non_clock_inputs [all_inputs -no_clocks]
set_input_delay [expr $clk_period * $clk_io_pct] -clock clk0 $non_clock_inputs
set_output_delay [expr $clk_period * $clk_io_pct] -clock clk0 [all_outputs]
==> results.yml <==
# generated from flow reports
sta:
  finalCritPeriodShare_pct: 73.6
  hold_viol: 0
  hold_ws_ns: 0.539
  worst_pin_slew_ns: 0.861
  finalSetupTns_ns: 0
  fin_crit_ns: 3.38
  skew_ns: 0.00899
  rsz0062_at_grt: "false"
  setup_viol: 0
  finalWorstSetupSlack_ns: 1.22
  relSlewSlack_pct: 41.1
  clock.fmax_mhz: 296
  slew_violations: 0
clock_tree:
  numCtsBuffers: 28
  path_clk_slew_ns: 0.06
  cts_buffer_depth: 3
  cts.root.buffer_cell: "clkbuf_16"
  h-tree-depth: 1
  cts_hold_buf: 0
  ctsResizeCount: 0
  clock_latency_ns: 0.54
  post-cts-setup-buffers: 0
  cts_tree: "done"
  cts_sinks: 282
layout:
  final_core_util_pct: 47.5
  fin_area_um2: 12800
  syn_to_final_growth_pct: 16.6
  fin_cells: 1083
  drive_above_1_share_pct: 13.3
run:
  drv_cap: 0
  warnings: 31
pwr:
  clockPowerShare_pct: 27.9
  switching_share_pct: 33.9
  p_switching_mw: 2.72
  vdd_ir_drop_max_uv: 365
  p_int_mw: 5.29
  combinationalPowerShare_pct: 30.8
  p_total_mw: 8.01
  powerDensity_nw_per_um2: 626
  seqPwrFrac_pct: 41.3
  leakage_nw: 4.07
synthesis:
  topCellsByArea: "edfxtp_1 (74%), a22oi_1 (2.5%), dfrtp_1 (2.3%)"
  seq_area_frac_synth_pct: 76.7
  synth.distinct_cells: 55
  xor_share_pct: 1.12
  ys_cells: 670
  synthAdderAreaFrac_pct: 0.912
  edf_count: 272
  synth.largest_area_cell: "edfxtp_1"
  syn_area_um2: 11000
  syn_inst: 670
  top_logic_kind: "AND-OR/OR-AND gates"
  avgSynthCellArea_um2: 16.4
  synth_flops: 282
  synthSimpleGateAreaFrac_pct: 5.11
  ff_type: "edfxtp_1"
  ys_area_um2: 11000
  ys_sh_aoi_pct: 11.7
  yosys_warnings: 2
  synth_top_area_share_pct: 74.4
  synthArstFlopShare_pct: 3.55
  ys_sh_mux_pct: 2.14
global_route:
  grt_remaining_overflow: 0
  grt_max_degree: 59
  grt_pass1_vias: 6953
  grt_pass1_wl_mm: 42.4
  grt_usage_pct: 22.5
  antenna_found_initial: 0
critical_path:
  critPathMaxStageDelay_ns: 0.78
  crit_fanout: 27
  cp_cell_sequence: "xnor2_1 > nand4_2 > nor2_1 > clkdlybuf4s50_1"
  crit_type: "reg2out"
  critPathCaptureType: "output port"
  worstSetupStartpointType: "flop"
  slowest_stage: "dfrtp_2"
  cp.arrival_ns: 2.46
  cp.required_ns: 3.68
die:
  die_h_um: 168
  fp_util_pct: 40.7
  die_w_um: 168
  core-area_um2: 27000
  io_pins: 38
  die-area_um2: 28100
  fp-row-count: 60
worst_hold_path:
  hold_path.class: "reg2reg"
detailed_routing:
  drc: 0
  wl_per_cell_um: 26.1
  detail-route-antenna-nets: 0
  viasPerCell: 5.98
  n_antenna_cell: 0
  first_pass_iters: 5
  vias: 6476
  drt_iter0_drc: 528
  routed_wirelength_mm: 28.3
run_status:
  status: "completed"
placement:
  dpl_cell_area_um2: 11900
  dp.cells: 1032
  port_buffers: 37
  hpwl_mm: 16.5
  gp_congestion: 0.865
  pre_cts_ws_ns: 1.23
[cells in the mapped netlist, types with 11 or more instances]
library cell and instances:
nor3_1 15, xnor2_1 13, a22oi_1 37, edfxtp_1 272, nand3_1 14, a222oi_1 14
nor2_1 24, clkbuf_1 13, o21ai_0 14, a31oi_1 12, mux2i_1 19, nand2_1 28
a21oi_1 27, buf_2 23, inv_1 11
[cell usage in the layout, fill, tap and decap left out, types with 7 or more instances in the layout]
| master | count |
|---|---|
| nand3_1 | 14 |
| dfrtp_1 | 8 |
| edfxtp_1 | 272 |
| buf_4 | 28 |
| clkbuf_16 | 29 |
| clkdlybuf4s50_1 | 37 |
| o22ai_1 | 10 |
| a31oi_1 | 12 |
| nor3_2 | 12 |
| a22oi_1 | 37 |
| and3_1 | 7 |
| inv_1 | 11 |
| o21ai_0 | 14 |
| nor2_1 | 23 |
| a21oi_1 | 27 |
| a221oi_1 | 9 |
| a211oi_1 | 9 |
| mux2i_1 | 19 |
| a222oi_1 | 14 |
| nand2_1 | 28 |
| xnor2_1 | 13 |
[kinds of logic (layout without fill, tap and decap cells)]
| group | count (synthesis) | after routing |
|---|---|---|
| multiplexers | 22 | 22 |
| adder cells (fa/ha/maj) | 8 | 8 |
| buffers and inverters | 56 | 128 |
| AND-OR/OR-AND | 174 | 174 |
| flip-flops | 282 | 282 |
| AND/OR/NAND/NOR | 114 | 114 |
| XOR/XNOR | 14 | 14 |
[sequential cells by signal, summed over array words and instances, names as in the netlist]
name,count
mem,256
data_out_r,16
rd_cnt,5
wr_cnt,5
[final timing paths]
check / slack (ns) / to / start / cells past startpoint
min in group asynchronous: 0.76 / rd_cnt[4]$_DFFE_PN0P_ / rst_n / 1
min: 0.54 / wr_cnt[4]$_DFFE_PN0P_ / wr_cnt[4]$_DFFE_PN0P_ / 1
max: 1.22 / empty / rd_cnt[3]$_DFFE_PN0P_ / 4
max in group asynchronous: 3.42 / rd_cnt[2]$_DFFE_PN0P_ / rst_n / 1
min reg2reg: 0.54 / wr_cnt[4]$_DFFE_PN0P_ / wr_cnt[4]$_DFFE_PN0P_ / 1
max reg2reg: 1.40 / data_out_r[4]$_DFFE_PP_ / rd_cnt[3]$_DFFE_PN0P_ / 5
[critical path: cells and delay by family, from the launching register on]
family                 cells  cell delay, ns
AND/OR/NAND/NOR            2            0.46
XOR/XNOR                   1            0.21
buffers and inverters      1            0.47
flip-flops                 1            0.78
[final cells by class]
type | instances | area [µm²]
multi-input cells | 332 | 2390
well taps | 341 | 427
fillers | 2203 | 14200
flip-flops and latches | 282 | 8420
clock buffers | 32 | 737
inverters | 11 | 41.3
repair buffers | 66 | 601
clock inverters | 19 | 175
[power groups by stage]
stage	clock network (mW)	logic (mW)	registers (mW)
final	2.23	2.47	3.31
after CTS	2.26	2.46	3.31
after global routing	2.38	2.66	3.33
[layer usage]
layer  vias up  wire, µm  global-route usage, %
li1       2825         -                      -
met1      3132     10000                   28.2
met2       479     12800                   32.3
met3        40      4890                   17.4
met4         0       592                   4.11
met5         -         0                      0
Power figures rest on the tool's default switching activity, not on a simulated workload.
