### flow/config.mk
export PLATFORM = sky130hd
export DESIGN_NAME = four_to_two_mux
export DESIGN_NICKNAME = four_to_two_mux
export VERILOG_FILES = /design/flow/design.v
export SDC_FILE = /design/flow/constraint.sdc
export NUM_CORES = 4
export LEC_CHECK = 1
export CORE_AREA = 10 10 70 70
export DIE_AREA = 0 0 80 80
### flow/constraint.sdc
current_design four_to_two_mux

set clk_period 1.1
set clk_io_pct 0.2

create_clock -name clk0 -period $clk_period

set non_clock_inputs [all_inputs -no_clocks]
set_input_delay [expr $clk_period * $clk_io_pct] -clock clk0 $non_clock_inputs
set_output_delay [expr $clk_period * $clk_io_pct] -clock clk0 [all_outputs]
### flow/design.v
module four_to_two_mux (
    input [3:0] A, B, C, D,   
    input [1:0] SE,           
    output reg [3:0] M,        
    output reg [3:0] N         
);
always @(*)  
begin
    case (SE)
        2'b00: begin   
            M = A;
            N = B;
        end
        2'b01: begin   
            M = B;
            N = C;
        end
        2'b10: begin   
            M = C;
            N = D;
        end
        2'b11: begin   
            M = A;
            N = D;
        end
        default: begin
            M = 4'b0;   
            N = 4'b0;   
        end
    endcase
end
endmodule
### flow/run.sh
#!/bin/bash
# OpenROAD 26Q1-2900-gdf79404cd8, Yosys 0.63+post, stock flow scripts
make -C /OpenROAD-flow-scripts/flow DESIGN_CONFIG=/design/flow/config.mk WORK_HOME=/design/flow/orfs finish
==> results.cfg <==
; flow metrics
[status]
status = finished with violations
violations = setup timing

[detailed_routing]
wl_met1_um = 586
wl_per_cell_um = 11.6
antennaDiodeCount = 0
drt_iter0_markers = 15
drt-total-wl_mm = 1.38
drt_first_pass_iters = 4
drc_errors = 0
wl_met3_um = 202
num_vias = 407
route.met2.wl_um = 595
top_layer = met3
vias_per_cell = 3.42
ant_nets = 0

[finish]
final_cells = 119
lay_top_cells = nor2b_1 (8), clkdlybuf4s50_1 (8), buf_2 (8), a21oi_1 (7), dlygate4sd2_1 (7)
ff_latch_area_sq_um = 0
nClkBuffers = 0
seq_cells = 0
syn2layout_area_growth_pct = 206
logic_area_sq_um = 370
fillerInstances = 380
layout-drive-gt1-share_pct = 50.7

[logic_synthesis]
largest_area_cell = ha_1
top_cell_area_share_pct = 25.1
yosysChipArea_sq_um = 249
yosys_cells = 40
postSynthAreaPerCell_sq_um = 6.22
synthCells = 40
topCellsByArea = ha_1 (25%), nor2b_1 (20%), a21oi_1 (16%)
ys_warn_count = 1
yosys.cell_types.count = 8
syn-cell-area_sq_um = 249
yosysSeqAreaShare_pct = 0

[pwr]
ir_worst_vdd_mv = 0.0794
power_density_nw_per_um2 = 365
power_w = 0.000278
leakagePower_nw = 0.314

[worst_setup_path]
critical_path_class = in -> out
cp_num_buf_inv = 4
cp_cell_sequence = buf_8 -> buf_4 -> ha_4 -> buf_6 -> o21ai_2 -> a21oi_2 -> buf_2
slowest_stage = ha_4
startpoint_type = input port
path_max_fanout = 5
cp_top_family = buffers and inverters
critPathMaxStageDelay_ps = 160
crit_arrival_ps = 1070
worst_ep_required_time_ps = 880
end_kind = primary output

[sta]
relSlewSlack_pct = 86.6
hold_violations = 0
setup_ws_ps = -194
max_freq_ghz = 0.773
slew_violations = 0
grt_setup_unrepaired = true
period_used_pct = 118
worstMarginPinSlew_ps = 200
fin_hold_ws_ps = 873
finalSetupViolations = 8
final.min_clock_period_ps = 1290
fin_setup_tns_ps = -1450

[global_route]
antenna_found_initial = 0
gr-usage-all-layers_pct = 3.93
overflow = 0
grt_pass1_vias = 397
grt_max_degree = 9
grt_pass1_wl_mm = 1.99

[worst_hold_path]
hold_path_depth = 4
hold_path.class = in -> out
min_to = M[2]
hold_path_startpoint = C[2]

[place]
dp_hpwl_mm = 1.11
pre_cts_ws_ps = -1050
place.gp.congestion = 0.797
dpl.cell_count = 116
io_buffers = 26

[floorplan]
fp-row-count = 21
core_area_sq_um = 3420
die_w_um = 80
fp.dieH_um = 80
fp_util_pct = 7.29
chipArea_sq_um = 6400
io_pins = 26

[flow_run]
warnings = 38
drv_cap = 0
==> layer usage <==
layer / global-route usage (%) / up-vias
met1: 5.01 / 182
met3: 2.05 / 0
met5: 0 / -
met4: 0 / 0
met2: 6.10 / 19
li1: - / 206
==> synth_stat cells <==
master,instances
a21oi_1,8
nor2b_1,8
ha_1,5
a31oi_1,4
nand2_1,4
nand2b_1,4
o21ai_0,4
inv_1,3
==> kinds of logic (layout without fill, tap and decap cells) <==
logic type,count (synthesis),after routing,synth area share (%)
AND-OR/OR-AND,16,16,34.2
AND/OR/NAND/NOR,16,16,36.2
adder cells (fa/ha/maj),5,5,25.1
buffers and inverters,3,36,4.52
==> layout make-up <==
type               count  area share [%]
multi-input cells     37            48.6
repair buffers        33            41.1
well taps             46            7.55
inverters              3            2.79
==> repair_timing <==
item / 4_1_cts / 5_1_grt
setup endpoints to repair: 8 / 8
pin swaps: 13 / 6
gates cloned: 0 / 0
gates resized: 66 / 15
hold buffers: 0 / 0
buffers inserted: 2 / 1
==> power breakdown <==
| part | switching, W | leakage (nW) | internal (W) |
|---|---|---|---|
| registers | 0 | 0 | 0 |
| logic | 0.000102 | 0.314 | 0.000176 |
| clock network | 0 | 0 | 0 |
| total | 0.000102 | 0.314 | 0.000176 |
==> stage by stage <==
stage,util (%),instance area (sq um)
after floorplan,-,249
after global placement,17.5,597
after detailed placement,17.5,597
after CTS,19.7,673
after global routing,22.3,762
final,22.3,762
==> worst max path at each step <==
stage	startpoint	endpoint	slack (ps)	cells after the start
after CTS	SE[1]	M[0]	-200	7
after global routing	SE[0]	M[2]	-250	8
final	SE[1]	N[1]	-190	7
Power and IR drop assume default switching activity.
