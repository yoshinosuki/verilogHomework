===== design/flow/design.v =====
module	alu_8bit
(
	input		[7:0]	a,		
	input		[7:0]	b,				 
	input				cin,			 
	input		[2:0]	alu_sel,		 
	output	    [7:0]	alu_out,		 
	output			alu_cout		 
);
reg	    [7:0]	result;				 
wire	[8:0]	carry_temp;			 
assign	alu_out 	  = result;
assign	carry_temp = {1'b0,a} + {1'b0,b};
assign	alu_cout	  = carry_temp[8];
always@(*)	begin
	case(alu_sel)
		3'b000:	result <= a + b;
		3'b001:	result <= a - b;
		3'b010:	result <= a - b - 1'b1;
		3'b011:	result <= a + b + 1;
        3'b100: result <= a & b;
        3'b101: result <= a | b;
        3'b110: result <= a ^ b;
        3'b111: result <= ~b;
default:	result <= a + b;
	endcase
end
endmodule

===== design/flow/run.sh =====
#!/bin/bash
# OpenROAD 26Q1-2900-gdf79404cd8, Yosys 0.63+post, stock flow scripts
make -C /OpenROAD-flow-scripts/flow DESIGN_CONFIG=/design/flow/config.mk WORK_HOME=/design/flow/orfs finish

===== design/flow/config.mk =====
export PLATFORM = sky130hd
export DESIGN_NAME = alu_8bit
export DESIGN_NICKNAME = alu_8bit
export VERILOG_FILES = /design/flow/design.v
export SDC_FILE = /design/flow/constraint.sdc
export NUM_CORES = 4
export LEC_CHECK = 1
export CORE_AREA = 10 10 95 95
export DIE_AREA = 0 0 105 105

===== design/flow/constraint.sdc =====
current_design alu_8bit

set clk_period 10.2
set clk_io_pct 0.2

create_clock -name clk0 -period $clk_period

set non_clock_inputs [all_inputs -no_clocks]
set_input_delay [expr $clk_period * $clk_io_pct] -clock clk0 $non_clock_inputs
set_output_delay [expr $clk_period * $clk_io_pct] -clock clk0 [all_outputs]

==> deck_impl_summary.md <==
Flow Results at a Glance

Finish
  – Area growth syn-to-layout: 20.1%
  – Share of cells above drive strength 1: 0.0830
  – Flop count: 0
  – FF/Latch Area: 0 um^2
  – Clock buf count: 0

Die
  – Die area: around 11000 um^2
  – Die W: roughly 110 um
  – Row cnt: 30
  – CORE AREA: about 6900 um^2
  – IO Count: 29
  – FP Util: 0.251
  – Die H: approximately 110 um

Placement
  – GPL Wtd Cong: a little under 0.9
  – Post-DP HPWL: about 3800 um
  – Port buffer count: 28

Critical path
  – Crit-path max FO: 4
  – Family with the most delay on the worst path: buffers and inverters
  – Kind of critical path: primary input to primary output
  – CP Data Required Time: ~8.2 ns
  – Slowest stage delay, CP: approximately 0.50 ns
  – Cell chain of the critical path: clkdlybuf4s50_1 -> inv_1 -> ha_1 -> fa_1 -> xnor2_1 -> and2_1 -> nor3b_1 -> and4_1 -> o21ai_1 -> a22oi_1 -> clkdlybuf4s50_1
  – CP Buf/Inv Count: 3
  – Critical Path Start Type: primary input
  – Arr. time, crit path: between 5 and 6 ns
  – Nature of the critical path endpoint: primary output
  – CP max-delay cell: clkdlybuf4s50_1
  – Critical path's most frequent cell: clkdlybuf4s50_1

Flow run
  – Max-Cap Viols: 0
  – Tool warning count: about 48

Outcome
  – Status: complete, no violations

Yosys
  – Top area contributor share: 0.173
  – Yosys cell count: 238
  – Count leader, synth: inv_1
  – Seq share, synth: 0
  – Multiplexer share: 0.0888
  – Post-Syn Area: 1730 um^2
  – Simple share: 0.234
  – Synth Warn #: 1
  – AO/OA Area Share: 0.290
  – Unique cell types: approximately 55
  – Yosys stat area: ~1700 um^2
  – Post-synth top cells: inv_1 (29), ha_1 (24), a21oi_1 (16), nand2_1 (16), o21ai_0 (10)
  – Synth area leader: ha_1
  – Yosys xor share: 0.0708
  – Synth Area per Inst: 7.28 um^2
  – Top cells by area: ha_1 (17%), mux4_2 (6.5%), inv_1 (6.3%)
  – Adder share: 0.208
  – Post-synthesis cell count: between 200 and 250
  – Top non-seq family: AND-OR/OR-AND gates

Final timing
  – Final period util: 0.703
  – Final Hold Violating Endpoints: 0
  – RSZ-0062 raised after global routing: no
  – Setup TNS: 0 ns
  – Tmin final: 7.17 ns
  – Hold slack: between 5 and 6 ns
  – Final Slew Violations: 0
  – Fmax achieved: about 140 MHz
  – Relative slew slack: 0.602
  – Slew of the pin with the lowest slew margin: just under 0.6 ns
  – Final Setup Violations: 0

Min path
  – Worst min-delay path class: primary input to primary output
  – Hold depth: 4
  – Hold Startpoint: a[7]
  – Hold EP: alu_cout

Detailed routing
  – Number of DRC markers in iteration 0: around 150
  – Residual DRC count: 0
  – Vias post-DR: 1723
  – Via density: 4.94
  – Inserted Diodes: 0
  – Wirelength per Cell: ~13 um
  – DRT antenna net count: 0
  – Drt total wl: ~4700 um
  – Pre-antenna DRT Iters: 4

Power and ir drop
  – Switching share of power: 0.514
  – Comb pwr share: 1.000
  – Clock power frac: 0
  – Power Density: slightly below 60 nW/um^2
  – Pleak: 0.860 nW
  – Peak VDD IR: approximately 10 uV
  – Pint: 58.7 uW
  – Share of power burned in registers: 0
  – P_sw: approximately 62 uW

CTS
  – Post-cts sizing count: 0
  – Hold Buf Count CTS: 0
  – Post-CTS setup buffer count: 0

Global routing
  – Initial antenna violation count: 0
  – Global-route wire length before repair: approximately 8100 um
  – Tot GR Track Use: 0.0832
  – Grt ovf: 0
  – Vias in the first global route: about 1600
  – Largest net degree at the start of global routing: 26
==> stage by stage <==
step / setup WS (ns) / utilization / std cells / power [mW] / area, um^2
finish: 3.03 / 0.301 / 349 / 0.121 / 2080
CTS: 2.99 / 0.301 / 349 / 0.121 / 2080
floorplan: 4.36 / - / 238 / 0.0832 / 1730
detailed placement: 2.99 / 0.301 / 349 / 0.120 / 2080
global route: 2.83 / 0.301 / 349 / 0.135 / 2080
global placement: 3.01 / 0.301 / 349 / 0.120 / 2080
==> tightest hold or removal path, delay by kind of cell <==
kind,cells,cell delay [ns]
AND/OR/NAND/NOR,1,0.14
adder cells (fa/ha/maj),1,0.21
buffers and inverters,2,0.82
==> layout by cell type, fill, tap and decap left out, types with 5 or more instances in the layout <==
cell             synthesis  final
xor2_1                   5      5
xnor2_1                  9      9
and2_1                   5      5
nor2_1                   8      8
clkdlybuf4s50_1          0     28
o21ai_0                 10     10
a21oi_1                 16     16
nor3_1                   9      9
a31oi_1                  5      5
inv_1                   29     29
mux4_2                   5      5
nand2_1                 16     16
ha_1                    24     24
nand2b_1                 6      6
==> cells by family (layout without fill, tap and decap cells) <==
kind of cell             Yosys count  after routing
AND/OR/NAND/NOR                   72             72
AND-OR/OR-AND                     70             70
buffers and inverters             46             61
adder cells (fa/ha/maj)           27             27
XOR/XNOR                          14             14
multiplexers                       9              9
==> cell type report <==
type               instances  area (um^2)
fillers                  758         4830
multi-input cells        192         1550
repair buffers            31          303
well taps                 96          120
inverters                 30          113
==> power groups by stage <==
stage	clock network (mW)	registers [mW]	logic, mW
after CTS	0	0	0.121
after global routing	0	0	0.135
final	0	0	0.121
==> routing by layer <==
metal  wire, um  track usage  vias up
li1           -            -      888
met1       2300        0.120      809
met2       2300        0.141       26
met3        111      0.00373        0
met4          0            0        0
met5          0            0        -
==> worst max-delay path by stage <==
stage	cells after the start	start	slack [ns]	endpoint
finish	11	a[0]	3.03	alu_out[6]
global route	11	a[0]	2.83	alu_out[5]
CTS	11	a[0]	2.99	alu_out[6]
Power and IR drop assume default switching activity.
